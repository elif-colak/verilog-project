File: ./config.mk
export PLATFORM = sky130hd
export DESIGN_NAME = VerySimpleCPU
export DESIGN_NICKNAME = VerySimpleCPU
export VERILOG_FILES = /design/flow/design.v
export SDC_FILE = /design/flow/constraint.sdc
export NUM_CORES = 4
export LEC_CHECK = 1
export CORE_UTILIZATION = 40
File: ./constraint.sdc
current_design VerySimpleCPU

set clk_period 28.5
set clk_io_pct 0.2

create_clock -name clk0 -period $clk_period [get_ports {clk}]

set non_clock_inputs [all_inputs -no_clocks]
set_input_delay [expr $clk_period * $clk_io_pct] -clock clk0 $non_clock_inputs
set_output_delay [expr $clk_period * $clk_io_pct] -clock clk0 [all_outputs]
File: ./design.v
module VerySimpleCPU(clk, rst, data_fromRAM, wrEn, addr_toRAM, data_toRAM, interrupt);
  input clk, rst, interrupt;
  output reg wrEn;
  input [31:0] data_fromRAM;
  output reg [31:0] data_toRAM;
  output reg [13:0] addr_toRAM;
  reg [2:0] st, stN;
  reg [13:0] PC, PCN;
  reg [31:0] IW, IWN, A, AN;
  reg 	intr, intrN,isr, isrN;
  always @(posedge clk) begin
    	st<=stN;
    	PC<=PCN;
    	A<=AN;
    	IW<= IWN;
    	intr<= intrN;
    	isr <= isrN;
  end
  always @ * begin
	  stN= 3'bxxx;
      addr_toRAM = 14'dX;
      data_toRAM = 32'dx;
      AN = 32'dx;
      PCN = PC;
      wrEn = 1'b0;
      IWN = IW;
      intrN= (interrupt && intr==1'b0)? 1'b1: intr;
	  isrN = isr;
		if (rst) begin
			stN = 3'b000;
			PCN = 14'd0; 
			intrN= 1'b0;
			isrN = 1'b0;
		end
		else begin    
      		case (st)
      		3'b000: begin
          	addr_toRAM = PC;  
          	stN = 3'b001;
        	end
        3'b001: begin
          IWN = data_fromRAM;
          if ((data_fromRAM[31:30] == 2'b00) || (data_fromRAM[31:29] == 3'b110))  begin  
            addr_toRAM = data_fromRAM[27:14];  
            stN = 3'b010; 
          end
          if((data_fromRAM[31:30] == 2'b01 || data_fromRAM[31:29] == 3'b111)) begin  
            addr_toRAM = data_fromRAM[27:14];  
            stN = 3'b010;
          end
          if((data_fromRAM[31:28] == 4'b1000) || (data_fromRAM[31:28] == 4'b1010)) begin   
            addr_toRAM = data_fromRAM[13:0];  
            stN = 3'b010;
          end
          if((data_fromRAM[31:28] == 4'b1001)) begin  
            addr_toRAM = data_fromRAM[27:14];  
            data_toRAM = data_fromRAM[13:0];
            wrEn = 1'b1;
            PCN = PC + 14'd1;
            if (intr==1'b1 && isr != 1'b1)   
               		stN = 3'h4;
               	else
             		stN = 3'h0;
          end
          if((data_fromRAM[31:28] == 4'b1011)) begin  
            addr_toRAM = data_fromRAM[27:14];  
            stN = 3'b010;
          end        
        end
        3'b010: begin
          if ( (IW[31:28] == 4'b1100) || (IW[31:28] == 4'b0000) || (IW[31:28] == 4'b0010)) begin  
          		AN = data_fromRAM;
              	addr_toRAM = IW[13:0];
              	stN = 3'b011;
        	end
          if (IW[31:28] == 4'b0001) begin  
            	data_toRAM = data_fromRAM + IW[13:0];  
            	addr_toRAM = IW[27:14];
            	wrEn = 1'b1;
                PCN = PC + 14'd1;
            	if (intr==1'b1 && isr != 1'b1)   
               		stN = 3'h4;
               	else
             		stN = 3'h0;
              end                 
          if (IW[31:28] == 4'b0011) begin  
            	data_toRAM = ~(data_fromRAM & IW[13:0]);  
            	addr_toRAM = IW[27:14];
            	wrEn = 1'b1;
                PCN = PC + 14'd1;
            	if (intr==1'b1 && isr != 1'b1)   
               		stN = 3'h4;
               	else
             		stN = 3'h0;
        	end
          if (IW[31:28] == 4'b1101) begin  
            	PCN= data_fromRAM[13:0] + IW[13:0];  
            	if (intr==1'b1 && isr != 1'b1)   
               		stN = 3'h4;
               	else
             		stN = 3'h0;
        	end
          if( IW[31:28] == 4'b0110 || IW[31:28] == 4'b0100 || IW[31:28] == 4'b1110) begin  
            AN = data_fromRAM;
            addr_toRAM = IW[13:0];
            stN = 3'b011;
          end
           if(IW[31:28] == 4'b0101) begin  
            addr_toRAM = IW[27:14];
            data_toRAM = (IW[13:0] < 32) ? ( data_fromRAM >> IW[13:0]) : (data_fromRAM<<(IW[13:0]-32));
            wrEn = 1'b1;  
             	PCN = PC + 14'd1;
             	if (intr==1'b1 && isr != 1'b1)   
               		stN = 3'h4;
               	else
             		stN = 3'h0;     
          end
          if(IW[31:28] == 4'b0111) begin  
            addr_toRAM = IW[27:14];
            data_toRAM = (data_fromRAM < IW[13:0]) ? 1 : 0;
            wrEn = 1'b1;
            PCN = PC + 14'd1;
            if (intr==1'b1 && isr != 1'b1)   
               		stN = 3'h4;
               	else
             		stN = 3'h0;   
          end
          if(IW[31:28] == 4'b1111) begin  
            addr_toRAM = IW[27:14];
            data_toRAM = (data_fromRAM * IW[13:0]);
            wrEn = 1'b1;
            PCN = PC + 14'd1;
             	if (intr==1'b1 && isr != 1'b1)   
               		stN = 3'h4;
               	else
             		stN = 3'h0;   
          end
          if (IW[31:28] == 4'b1000) begin  
            addr_toRAM = IW[27:14];
            data_toRAM = data_fromRAM;
            wrEn = 1'b1;   
            PCN = PC + 14'd1;
            if (intr==1'b1 && isr != 1'b1)   
               		stN = 3'h4;
               	else
             		stN = 3'h0;     
          end
          if(IW[31:28] == 4'b1010) begin  
            addr_toRAM = data_fromRAM;
            stN = 3'b011;
          end
          if(IW[31:28] == 4'b1011) begin  
            AN = data_fromRAM;
            addr_toRAM = IW[13:0];
            stN = 3'b011;
          end           
        end
        3'b011: begin
          	if (IW[31:28] == 4'b0000) begin  
             	addr_toRAM = IW[27:14]; 
             	data_toRAM = A + data_fromRAM;
             	wrEn = 1'b1;  
             	PCN = PC + 14'd1;
             	if (intr==1'b1 && isr != 1'b1)   
               		stN = 3'h4;
               	else
             		stN = 3'h0;     
     		end
          if (IW[31:28] == 4'b0010) begin  
             	addr_toRAM = IW[27:14]; 
            	data_toRAM = ~(A & data_fromRAM);
             	wrEn = 1'b1;  
             	PCN = PC + 14'd1;
             	if (intr==1'b1 && isr != 1'b1)   
               		stN = 3'h4;
               	else
             		stN = 3'h0;     
     		end
          if (IW[31:28] == 4'b1100) begin  
           	if (data_fromRAM == 32'd0) 
              PCN = A[13:0];
            else
              PCN = PC +14'd1;           
            if (IW[27:14] == 14'h0015) begin  
               	    intrN = 1'b0;
             	    isrN = 1'b0;
           	 end             
             if (intr==1'b1 && isr != 1'b1)   
               		stN = 3'h4;
               	else
             		stN = 3'h0;     
     		end 
          if(IW[31:28] == 4'b0100) begin   
            addr_toRAM = IW[27:14];
            data_toRAM = (data_fromRAM < 32) ? (A >> data_fromRAM) : (A << (data_fromRAM-32));
            wrEn = 1'b1;
            PCN = PC + 14'd1;
            if (intr==1'b1 && isr != 1'b1)   
               		stN = 3'h4;	
            else
             		stN = 3'h0;   
          end
          if(IW[31:28] == 4'b1110) begin  
            addr_toRAM = IW[27:14];
            data_toRAM = (data_fromRAM * A );
            wrEn = 1'b1;
            PCN = PC + 14'd1;
            if (intr==1'b1 && isr != 1'b1)   
               		stN = 3'h4;
               	else
             		stN = 3'h0;     
          end
          if(IW[31:28] == 4'b0110) begin   
            addr_toRAM = IW[27:14];
            data_toRAM = (A < data_fromRAM) ? 1 : 0 ;
            wrEn = 1'b1;
            PCN = PC + 14'd1;
            if (intr==1'b1 && isr != 1'b1)   
               		stN = 3'h4;	
            else
             		stN = 3'h0;   
          end
          if(IW[31:28] == 4'b1010) begin  
            addr_toRAM = IW[27:14];
            data_toRAM = data_fromRAM;
            wrEn = 1'b1;
            PCN = PC + 14'd1;
            if (intr==1'b1 && isr != 1'b1)   
               		stN = 3'h4;	
            else
             		stN = 3'h0;   
          end
          if(IW[31:28] == 4'b1011) begin  
            addr_toRAM = A;
            data_toRAM = data_fromRAM;
            wrEn = 1'b1;
            PCN = PC + 14'd1;
            if (intr==1'b1 && isr != 1'b1)   
               		stN = 3'h4;	
            else
             		stN = 3'h0;   
          end
      	end
        3'b100: begin  
              wrEn = 1'b0;
              addr_toRAM = 32'h14;  
              stN = 3'h5;
              isrN = 1'b1;         
        end
        3'b101: begin  
              wrEn = 1'b1;
              data_toRAM = PC; 
              addr_toRAM = 32'h15;  
              PCN = data_fromRAM[13:0];
              stN = 3'h0;         
        end
  	endcase
  end
 end
endmodule
module blram(clk, i_we, i_addr, i_ram_data_in, o_ram_data_out);
parameter SIZE = 14, DEPTH = 2**14;
input clk;
input i_we;
input [SIZE-1:0] i_addr;
input [31:0] i_ram_data_in;
output reg [31:0] o_ram_data_out;
reg [31:0] memory[0:DEPTH-1];
always @(posedge clk) begin
  o_ram_data_out <= #1 memory[i_addr[SIZE-1:0]];
  if (i_we)
		memory[i_addr[SIZE-1:0]] <= #1 i_ram_data_in;
end 
endmodule
File: ./run.sh
#!/bin/bash
# OpenROAD 26Q1-2900-gdf79404cd8, Yosys 0.63+post, stock flow scripts
make -C /OpenROAD-flow-scripts/flow DESIGN_CONFIG=/design/flow/config.mk WORK_HOME=/design/flow/orfs finish
==> deck_impl_summary.md <==
Run Summary

Status
  – Outcome: finished, final reports clean

Clocking
  – # clock sinks: 86
  – Longest Clk Path Bufs: 2
  – CTS root buffer: clkbuf_16
  – Hold_buf cts: 0
  – Worst skew pair latency: 0.44 ns
  – Clock slew at reported path FFs: 0.08 ns
  – Cts repair resizes: 0
  – CTS tree: built
  – Post-CTS setup buffers: 0
  – CTS buffer count: 9
  – Number of H-tree levels: 3

Setup path
  – R2r endpoint: PC[8]
  – Setup Crit Path Kind: in2out
  – Crit end category: output port
  – Slowest stage cell, crit path: fa_1
  – R2R depth: 14
  – R2R setup slack: 23.90 ns
  – Worst setup path start: data_fromRAM[9]
  – Most frequent CP cell: fa_1
  – Worst-path fanout max: 23
  – Max stage delay on crit path: 0.55 ns
  – Reg-to-Reg Start: IW[2]
  – WP data arrival: 14.52 ns
  – Crit path launch type: input pin
  – Delay-heaviest family, CP: adder cells
  – WP buf/inv: 6
  – Crit path DRT: 22.80 ns

STA
  – Relative slew margins: 0.252
  – Final Hold Fails: 0
  – Peak Freq: 49.5 MHz
  – Worst-margin pin slew: 1.11 ns
  – Setup_tns: 0 ns
  – Final Cycle Share: 0.709
  – Hold WS: 0.443 ns
  – Slew Viols, Final: 0
  – Tmin final: 20.22 ns
  – Setup violators final: 0
  – Max Clock Skew: 0.0230 ns
  – RSZ-0062 raised after global routing: false

Die
  – Die X: 329 um
  – Area of the core: 106000 um^2
  – Fp_density: 0.405
  – Std-Cell Rows: 119
  – Die H: 329 um
  – I/O pin count: 82
  – Die area: 108000 um^2

Synth
  – Yosys Chip Area: 42800 um^2
  – Ys flop type: dfxtp_1
  – Average size of a mapped cell: 7.98 um^2
  – Post-Syn Instances: 5367
  – Post-synth seq share: 0.0477
  – Post-synth top area share: 0.319
  – Post-synth EDFFs: 32
  – Most instantiated library cell after synthesis: nand2_1
  – Post-synth ARST share: 0
  – Yosys cell count: 5367
  – Top cells by count, synth: nand2_1 (713), fa_1 (682), inv_1 (682)
  – Yosys warnings: 1
  – Synth flops: 86
  – Netlist cell types: 97
  – Area leader, netlist: fa_1
  – Mapped Area: 42800 um^2
  – Top cells by area: fa_1 (32%), ha_1 (8.1%), nand2_1 (6.3%)

Global routing
  – Largest net degree at the start of global routing: 57
  – Initial antenna violation count: 21
  – Gr usage total: 0.446
  – Global-route wire length before repair: 320000 um
  – Gr ovfl total: 0
  – Vias in the first global route: 41600

Run
  – OpenROAD warnings: 71
  – Max Cap Viol: 0

Detailed routing
  – WL per Instance: 33.9 um
  – Vias per cell: 6.18
  – DR vias: 41400
  – DRC viols: 0
  – DRT iter0 DRCs: 4136
  – Routed wire length: 227000 um
  – Final ANT Viol Nets: 0
  – DRT Pass-1 Iters: 8

Min path
  – Worst Hold Class: reg2reg
  – Hold Crit Start: st[0]
  – Hold Path End: st[3]
  – Hold path cells: 1

Placement
  – Port bufs: 81
  – Final HPWL from detailed placement: 173000 um
  – GP Congestion: 1.10

Layout
  – Synth-to-layout area growth: 7.10%
  – Fraction of layout cells with a size suffix above 1: 0.0779
## per-stage QoR
| stage | cell area (um^2) | setup slack (ns) | utilization | cells |
|---|---|---|---|---|
| floorplan | 42800 | 9.32 | - | 5367 |
| global placement | 45500 | 8.60 | 0.430 | 6666 |
| detailed placement | 45500 | 8.56 | 0.430 | 6666 |
| CTS | 45800 | 8.52 | 0.433 | 6682 |
| global route | 45800 | 7.98 | 0.433 | 6682 |
| finish | 45800 | 8.28 | 0.434 | 6703 |
## cell usage in the layout, fill, tap and decap left out, types with 53 or more instances in the layout
master / n
xnor2_1: 147
nand3_1: 76
inv_1: 681
and2_1: 311
a21oi_1: 271
fa_1: 682
nor2_1: 401
a31oi_1: 53
buf_4: 233
clkdlybuf4s50_1: 61
mux2i_1: 147
o21ai_0: 214
a211oi_1: 62
nand2_1: 713
ha_1: 277
dfxtp_1: 53
nor3_1: 96
## how the worst max path moves through the flow
stage | slack (ns) | cells after the start | end
6_report | 8.28 | 27 | data_toRAM[30]
5_1_grt | 7.98 | 27 | data_toRAM[30]
4_1_cts | 8.52 | 27 | data_toRAM[30]
## kinds of logic (layout without fill, tap and decap cells)
group,after synthesis,after routing,synth area share
AND-OR/OR-AND,986,986,0.149
buffers and inverters,1098,1022,0.0976
AND/OR/NAND/NOR,1811,1811,0.197
XOR/XNOR,189,189,0.0387
multiplexers,238,238,0.0696
adder cells (fa/ha/maj),959,959,0.400
flip-flops,86,86,0.0477
other,0,21,0
## layout make-up
| type | count | area, um^2 |
|---|---|---|
| Fill cell | 10700 | 59900 |
| Multi-Input combinational cell | 4183 | 36600 |
| Inverter | 696 | 2610 |
| Timing Repair Buffer | 310 | 2450 |
| Sequential cell | 86 | 2040 |
| Tap cell | 1391 | 1740 |
| Clock buffer | 12 | 246 |
| Clock inverter | 4 | 55.1 |
| Antenna cell | 21 | 52.6 |
## per-layer routing
layer | vias to the layer above | track usage | part of all wire
met4 | 26 | 0.186 | 0.053
met2 | 2707 | 0.576 | 0.39
met5 | - | 0.0122 | 0.0011
li1 | 17500 | - | -
met1 | 20700 | 0.640 | 0.41
met3 | 481 | 0.230 | 0.15
## state kept, by name, summed over array words and instances (netlist names)
register  flops
PC           14
IW           32
isr           1
A            32
st            6
intr          1
